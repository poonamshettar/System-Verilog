==> /design/flow/design.v <==
module ALU (
    a,
    b,
    cin,
    result,
    sel,
    cout
);
  input [3:0] a, b;
  input cin;
  input [2:0] sel;
  output reg cout;
  output reg [3:0] result;
  always @(*) begin
    case (sel)
      3'b000: begin
        {cout, result} = a + b + cin;
      end
      3'b001: begin
        {cout, result} = a - b - cin;
      end
      3'b010: begin
        result = a & b;
        cout   = 0;
      end
      3'b011: begin
        result = a | b;
        cout   = 0;
      end
      3'b100: begin
        result = a ^ b;
        cout   = 0;
      end
      3'b101: begin
        result = ~a;
        cout   = 0;
      end
      3'b110: begin
        result = a << 1;
        cout   = a[3];
      end
      3'b111: begin
        result = a >> 1;
        cout   = a[0];
      end
      default: begin
        result = 4'b0000;
        cout   = 0;
      end
    endcase
  end
endmodule
==> /design/flow/run.sh <==
#!/bin/bash
# OpenROAD 26Q1-2900-gdf79404cd8, Yosys 0.63+post, stock flow scripts
make -C /OpenROAD-flow-scripts/flow DESIGN_CONFIG=/design/flow/config.mk WORK_HOME=/design/flow/orfs finish
==> /design/flow/config.mk <==
export PLATFORM = sky130hd
export DESIGN_NAME = ALU
export DESIGN_NICKNAME = ALU
export VERILOG_FILES = /design/flow/design.v
export SDC_FILE = /design/flow/constraint.sdc
export NUM_CORES = 4
export LEC_CHECK = 1
export CORE_AREA = 10 10 70 70
export DIE_AREA = 0 0 80 80
==> /design/flow/constraint.sdc <==
current_design ALU

set clk_period 3.9
set clk_io_pct 0.2

create_clock -name clk0 -period $clk_period

set non_clock_inputs [all_inputs -no_clocks]
set_input_delay [expr $clk_period * $clk_io_pct] -clock clk0 $non_clock_inputs
set_output_delay [expr $clk_period * $clk_io_pct] -clock clk0 [all_outputs]
==> insert_results.sql <==
-- generated from flow reports
INSERT INTO impl_metrics (metric_group, metric, value, unit) VALUES
('final_timing', 'setup_violations', '0', ''),
('detailed_routing', 'drt_first_pass_iters', '4', ''),
('logic_synthesis', 'synthesis.area_per_instance', '8.35', 'um^2'),
('die', 'design.core.area', '0.00342', 'mm^2'),
('global_route', 'number_of_antenna_violations_at_the_first_check_in_global_routing', '0', ''),
('final_layout', 'flop_area', '0', 'um^2'),
('detailed_routing', 'antenna_violating_nets_post_route', '0', ''),
('final_layout', 'area_grow_syn2layout', '42.6', '%'),
('logic_synthesis', 'number_of_distinct_standard_cells_referenced_by_the_synthesized_netlist', '28', ''),
('global_route', 'grt_first_pass_wirelength', '3.17', 'mm'),
('placed_design', 'port_buffers', '17', ''),
('final_timing', 'slew_violations', '0', ''),
('die', 'boundary_pins', '17', ''),
('detailed_routing', 'avgRoutedWirePerCell', '11.0', 'um'),
('detailed_routing', 'drcViolationCount', '0', ''),
('placed_design', 'detailedPlacementHpwl', '1.53', 'mm'),
('job', 'log.warning_count', '40', ''),
('job', 'timing.max_cap.violations', '0', ''),
('setup_path', 'critical_path.endpoint_type', 'primary output', ''),
('final_timing', 'min_period_over_period', '96.9', '%'),
('final_timing', 'report.final.hold_viol_count', '0', ''),
('die', 'chip_area', '0.00640', 'mm^2'),
('pwr', 'seqPwrFrac', '0', '%'),
('setup_path', 'cp_data_required_time', '3120', 'ps'),
('final_timing', 'worstMarginPinSlew', '339', 'ps'),
('final_timing', 'worst_slew_margin_rel', '77.4', '%'),
('final_timing', 'fmax', '265', 'MHz'),
('pwr', 'clkPwrFrac', '0', '%'),
('die', 'die.size.y', '80', 'um'),
('die', 'initial_core_util', '21.5', '%'),
('logic_synthesis', 'yosys_warnings', '1', ''),
('pwr', 'comb_power_share', '100.0', '%'),
('pwr', 'pwr_density_cell', '123', 'mW/mm^2'),
('logic_synthesis', 'seq_area_frac_synth', '0', '%'),
('logic_synthesis', 'syn-cell-area', '734', 'um^2'),
('final_layout', 'clkbuf_count', '0', ''),
('detailed_routing', 'drt_iter0_drc', '47', ''),
('logic_synthesis', 'yosys-stat-cells', '88', ''),
('hold_path', 'hold_path_class', 'in2out', ''),
('pwr', 'totalPowerFinal', '0.000129', 'W'),
('global_route', 'grt_util_all_layers', '5.81', '%'),
('setup_path', 'worstSetupPathType', 'in2out', ''),
('detailed_routing', 'n_antenna_cell', '0', ''),
('final_layout', 'drive_above_1_share', '23.7', '%'),
('placed_design', 'place_congestion', '0.856', ''),
('detailed_routing', 'avg_vias_per_cell', '4.25', ''),
('die', 'dieWidth', '80', 'um'),
('detailed_routing', 'via_count', '680', ''),
('global_route', 'first_global_vias', '722', ''),
('logic_synthesis', 'yosys-stat-area', '734', 'um^2'),
('final_timing', 'final_period_minus_worst_setup_slack', '3780', 'ps'),
('logic_synthesis', 'synth_cells', '88', ''),
('run_status', 'run_status', 'finished, final reports clean', ''),
('pwr', 'vdd_ir_drop_max', '0.0399', 'mV'),
('die', 'placement_rows', '21', ''),
('pwr', 'switching_share', '42.3', '%'),
('detailed_routing', 'drt-total-wl', '1.77', 'mm'),
('final_timing', 'grt_setup_unrepaired', 'no', ''),
('final_layout', 'seq_cell_count', '0', ''),
('setup_path', 'critPathArrivalTime', '3000', 'ps'),
('pwr', 'cellLeakagePower', '0.489', 'nW'),
('global_route', 'grt.overflow.total', '0', ''),
('final_timing', 'fin_setup_tns', '0', 'ps'),
('setup_path', 'crit_path_start_kind', 'input pin', ''),
('pwr', 'netSwitchingPower', '0.0000547', 'W'),
('setup_path', 'timing.critical_path.fanout_max', '3', ''),
('pwr', 'power.internal', '0.0000745', 'W'),
('global_route', 'grt_max_degree', '9', '');
-- cells in the mapped netlist, types with 2 or more instances --
master | instances | share of area (%)
sky130_fd_sc_hd__nor2_1 | 6 | 3.1
sky130_fd_sc_hd__buf_2 | 2 | 1.4
sky130_fd_sc_hd__o21ai_0 | 6 | 4.1
sky130_fd_sc_hd__a21oi_1 | 4 | 2.7
sky130_fd_sc_hd__nor2b_1 | 2 | 1.7
sky130_fd_sc_hd__xnor2_1 | 2 | 2.4
sky130_fd_sc_hd__ha_1 | 14 | 24
sky130_fd_sc_hd__mux2i_1 | 3 | 4.1
sky130_fd_sc_hd__fa_1 | 4 | 11
sky130_fd_sc_hd__nand2_1 | 8 | 4.1
sky130_fd_sc_hd__mux4_2 | 5 | 15
sky130_fd_sc_hd__inv_1 | 16 | 8.2
-- worst max-delay path, stage by stage --
cell                              delay, ps
sky130_fd_sc_hd__clkdlybuf4s50_1        470
sky130_fd_sc_hd__inv_1                   80
sky130_fd_sc_hd__ha_1                   320
sky130_fd_sc_hd__ha_1                   340
sky130_fd_sc_hd__a21oi_2                140
sky130_fd_sc_hd__mux2i_1                230
sky130_fd_sc_hd__a2bb2oi_2              160
sky130_fd_sc_hd__clkdlybuf4s50_1        480
-- power groups by stage --
stage / Combinational (W) / Clock (W) / Sequential (W)
final: 0.000129 / 0 / 0
after CTS: 0.000129 / 0 / 0
after global routing: 0.000146 / 0 / 0
-- cell families after synthesis --
kind of cell,Yosys count,synth area share [%]
XOR/XNOR,3,3.58
AND-OR/OR-AND,16,13.5
buffers and inverters,19,11.1
multiplexers,10,22.5
AND/OR/NAND/NOR,22,14.7
adder cells (fa/ha/maj),18,34.8
-- per-layer routing --
| layer | up-vias | track usage [%] | wire (um) |
|---|---|---|---|
| met1 | 322 | 7.43 | 801 |
| met5 | - | 0 | 0 |
| met4 | 0 | 0 | 0 |
| li1 | 349 | - | - |
| met3 | 0 | 1.25 | 91 |
| met2 | 9 | 10.4 | 872 |
-- placed cells by master (no fill, tap or decap), types with 2 or more instances in the layout --
cell,n
sky130_fd_sc_hd__inv_1,14
sky130_fd_sc_hd__ha_1,14
sky130_fd_sc_hd__clkdlybuf4s50_1,12
sky130_fd_sc_hd__buf_4,12
sky130_fd_sc_hd__nand2_1,8
sky130_fd_sc_hd__nor2_1,6
sky130_fd_sc_hd__mux4_2,5
sky130_fd_sc_hd__o21ai_0,5
sky130_fd_sc_hd__dlygate4sd2_1,5
sky130_fd_sc_hd__mux2i_1,3
sky130_fd_sc_hd__inv_2,2
sky130_fd_sc_hd__xnor2_1,2
sky130_fd_sc_hd__a21oi_1,2
sky130_fd_sc_hd__a21oi_2,2
sky130_fd_sc_hd__nor2b_1,2
sky130_fd_sc_hd__o21ai_2,2
sky130_fd_sc_hd__fa_1,2
sky130_fd_sc_hd__fa_2,2
-- cell type report --
type               instances  area, um^2
fillers                  366        2370
inverters                 16        60.1
multi-input cells         69         676
well taps                 46        57.6
repair buffers            29         254
-- metrics by stage --
stage / instance area, um^2 / hold slack [ps] / worst slack (ps) / instances / util (%)
3_3_place_gp: 1020 / 2830 / -260 / 159 / 30.0
2_1_floorplan: 734 / 1700 / 734 / 88 / -
6_report: 1050 / 2490 / 120 / 160 / 30.7
5_1_grt: 1050 / 2530 / 2.20 / 160 / 30.7
4_1_cts: 1040 / 2500 / 37.1 / 160 / 30.4
3_5_place_dp: 1020 / 2820 / -289 / 159 / 30.0
-- final timing paths --
check / start / endpoint / slack, ps / cells after the start
worst max-delay path: a[3] / cout / 120 / 8
worst min-delay path: a[0] / result[1] / 2490 / 6
-- timing repair --
action	4_1_cts	5_1_grt
hold buffers	0	0
gates resized	13	2
setup buffers	1	0
pin swaps	4	0
endpoints found under the setup margin	5	1
Power figures rest on the tool's default switching activity, not on a simulated workload.
